==> design.v <==
module CentralProcessingUnit #(
    parameter ADDR_WIDTH = 17,
    parameter INST_WIDTH = 32,
    parameter RAM_WIDTH = 32 * 4
  ) (
    input wire         clk,
    input wire         rst,
    input wire         rdy,
    input wire [RAM_WIDTH-1:0] dout_a,
    output wire [ADDR_WIDTH-1:0] addr_a,
    input wire [RAM_WIDTH-1:0] dout_b,
    output wire [ADDR_WIDTH-1:0] addr_b,
    output wire [RAM_WIDTH-1:0] din_b,
    output wire we_b
  );
  wire [ADDR_WIDTH-1:0] 	inst_cache_read_addr;
  wire                  	inst_cache_read_done;
  wire [INST_WIDTH-1:0] 	inst_cache_read_data;
  wire                  	          inst_queue_entry_valid;
  wire [ADDR_WIDTH+INST_WIDTH-1:0] 	inst_queue_entry;
  wire                 	            inst_queue_ready;
  InstructionUnit ins_unit(
    .clk                  	( clk                    ),
    .rst                  	( rst                    ),
    .rdy                  	( rdy                    ),
    .cdb_valid            	(                        ),
    .cdb_data             	(                        ),
    .inst_cache_read_done 	( inst_cache_read_done   ),
    .inst_cache_read_data 	( inst_cache_read_data   ),
    .inst_cache_read_addr 	( inst_cache_read_addr   ),
    .inst_queue_ready    	  ( inst_queue_ready       ),
    .inst_queue_entry_valid ( inst_queue_entry_valid ),
    .inst_queue_entry     	( inst_queue_entry       )
  );
  InstructionCache ins_cache(
    .clk                  	( clk                   ),
    .rst                  	( rst                   ),
    .rdy                  	( rdy                   ),
    .inst_cache_read_addr 	( inst_cache_read_addr  ),
    .inst_cache_read_done 	( inst_cache_read_done  ),
    .inst_cache_read_data 	( inst_cache_read_data  ),
    .dout_a               	( dout_a                ),
    .addr_a               	( addr_a                )
  );
  InstructionQueue ins_queue(
    .clk                  	( clk                    ),
    .rst                  	( rst                    ),
    .rdy                  	( rdy                    ),
    .inst_queue_entry_valid ( inst_queue_entry_valid ),
    .inst_queue_entry     	( inst_queue_entry       ),
    .inst_queue_ready     	( inst_queue_ready       )
  );
  always @(posedge clk) begin
    if (rst) begin
    end
    else if (!rdy) begin
    end
    else begin
    end
  end
endmodule
module InstructionCache #(
    parameter INST_WIDTH = 32,
    parameter ADDR_WIDTH = 17,
    parameter RAM_WIDTH = 32*4,
    parameter BLOCK_WIDTH = 4,
    parameter INDEX_WIDTH = 6,
    parameter TAG_WIDTH = ADDR_WIDTH - INDEX_WIDTH - BLOCK_WIDTH
  ) (
    input wire clk,
    input wire rst,
    input wire rdy,
    input wire [ADDR_WIDTH-1:0] inst_cache_read_addr,
    output wire inst_cache_read_done,
    output wire [INST_WIDTH-1:0] inst_cache_read_data,
    input wire [RAM_WIDTH-1:0] dout_a,
    output reg [ADDR_WIDTH-1:0] addr_a
  );
  localparam IDLE = 0;
  localparam WAIT_MEM = 1;
  localparam BLOCK_COUNT = 2 ** INDEX_WIDTH;
  localparam BLOCK_INST_COUNT = 2 ** (BLOCK_WIDTH - 2);
  localparam BLOCK_ADDR_COUNT = 2 ** BLOCK_WIDTH;
  localparam BLOCK_SIZE = BLOCK_INST_COUNT * INST_WIDTH;
  reg status;
  reg cache_block_valid[BLOCK_COUNT-1:0];
  reg [TAG_WIDTH-1:0] cache_block_tag[BLOCK_COUNT-1:0];
  reg [BLOCK_SIZE-1:0] cache_block_data[BLOCK_COUNT-1:0];
  wire [INDEX_WIDTH-1:0] block_num;
  wire [BLOCK_SIZE-1:0] block_selected;
  wire [BLOCK_WIDTH-1:0] block_offset;
  wire [INST_WIDTH-1:0] block_insts[BLOCK_COUNT-1:0];
  wire hit;
  assign block_num = inst_cache_read_addr[BLOCK_WIDTH+INDEX_WIDTH-1:BLOCK_WIDTH];
  assign block_selected = cache_block_data[block_num];
  assign block_offset = inst_cache_read_addr[BLOCK_WIDTH-1:2];
  assign tag = inst_cache_read_addr[ADDR_WIDTH-1:ADDR_WIDTH-TAG_WIDTH];
  assign hit = cache_block_valid[block_num] && (cache_block_tag[block_num] == tag);
  assign valid = cache_block_valid[block_num];
  genvar i;
  generate
    for (i = 0; i < BLOCK_INST_COUNT; i = i + 1) begin
      assign block_insts[i] = block_selected[(i+1)*INST_WIDTH-1:i*INST_WIDTH];
    end
  endgenerate
  assign inst_cache_read_done = hit;
  assign inst_cache_read_data = block_insts[block_offset];
  integer j;
  always @(posedge clk) begin
    if (rst) begin
      status <= IDLE;
      status <= 0;
      for (j = 0; j < BLOCK_COUNT; j = j + 1) begin
        cache_block_valid[j] <= 0;
        cache_block_tag[j] <= 0;
        cache_block_data[j] <= 0;
      end
    end
    else if (rdy) begin
      case (status)
        IDLE: begin
          if (!hit) begin
            status <= WAIT_MEM;
            addr_a <= {tag, block_num, 2'b00};
          end
        end
        WAIT_MEM: begin
          cache_block_data[block_num] <= dout_a;
          cache_block_valid[block_num] <= 1;
          status <= IDLE;
        end
      endcase
    end
  end
endmodule
module InstructionQueue #(
    parameter INST_WIDTH = 32,
    parameter ADDR_WIDTH = 17,
    parameter OPCODE_WIDTH = 7,
    parameter REG_NUM_WIDTH = 5,
    parameter IMM_WIDTH = 32,
    parameter QUEUE_ADDR_WIDTH = 4
  )(
    input wire clk,
    input wire rst,
    input wire rdy,
    input wire inst_queue_entry_valid,
    input wire [ADDR_WIDTH+INST_WIDTH-1:0] inst_queue_entry,
    output wire inst_queue_ready
  );
  localparam QUEUE_SIZE = 2**QUEUE_ADDR_WIDTH;
  localparam OPCODE_LUI   = 7'b0110111;
  localparam OPCODE_AUIPC = 7'b0010111;
  localparam OPCODE_JAL   = 7'b1101111;
  localparam OPCODE_JALR  = 7'b1100111;
  localparam OPCODE_BRANCH     = 7'b1100011;
  localparam OPCODE_LOAD = 7'b0000011;
  localparam OPCODE_STORE = 7'b0100011;
  localparam OPCODE_ARITHI = 7'b0010011;
  localparam OPCODE_ARITH = 7'b0110011;
  reg [ADDR_WIDTH-1:0] addr[QUEUE_SIZE-1:0];  
  reg [OPCODE_WIDTH-1:0] opcode[QUEUE_SIZE-1:0];  
  reg [REG_NUM_WIDTH-1:0] rs1[QUEUE_SIZE-1:0];  
  reg [REG_NUM_WIDTH-1:0] rs2[QUEUE_SIZE-1:0];  
  reg [REG_NUM_WIDTH-1:0] rd[QUEUE_SIZE-1:0];  
  reg [IMM_WIDTH-1:0] imm[QUEUE_SIZE-1:0];  
  reg valid[QUEUE_SIZE-1:0];  
  reg [QUEUE_ADDR_WIDTH-1:0] head;
  reg [QUEUE_ADDR_WIDTH-1:0] tail;
  integer i;
  wire [OPCODE_WIDTH-1:0] inst_queue_entry_opcode;
  wire [2:0] inst_queue_entry_tag;
  wire inst_queue_entry_imm_high;
  assign inst_queue_ready = (head != tail) || !valid[head];
  assign inst_queue_entry_opcode = inst_queue_entry[OPCODE_WIDTH-1:0];
  assign inst_queue_entry_rs1 = inst_queue_entry[19:5];
  assign inst_queue_entry_rs2 = inst_queue_entry[24:20];
  assign inst_queue_entry_rd = inst_queue_entry[11:7];
  assign inst_queue_entry_tag = inst_queue_entry[OPCODE_WIDTH+REG_NUM_WIDTH+2:OPCODE_WIDTH+REG_NUM_WIDTH];
  assign inst_queue_entry_imm_high = inst_queue_entry[OPCODE_WIDTH-1];
  always @(posedge clk) begin
    if (rst) begin
      head <= 0;
      tail <= 0;
      for (i = 0; i < QUEUE_SIZE; i = i + 1) begin
        addr[i] <= 0;
        opcode[i] <= 0;
        rs1[i] <= 0;
        rs2[i] <= 0;
        rd[i] <= 0;
        imm[i] <= 0;
        valid[i] <= 0;
      end
    end
    else if (rdy) begin
      if (inst_queue_ready && inst_queue_entry_valid) begin
        tail <= tail + 1'b1;
        addr[tail] <= inst_queue_entry[ADDR_WIDTH+INST_WIDTH-1:INST_WIDTH];
        opcode[tail] <= inst_queue_entry_opcode;
        rs1[tail] <= inst_queue_entry_rs1;
        rs2[tail] <= inst_queue_entry_rs2;
        rd[tail] <= inst_queue_entry_rd;
        case (inst_queue_entry_opcode)
          OPCODE_LUI, OPCODE_AUIPC: begin
            imm[tail] <= {inst_queue_entry[31:12], 12'b0};
          end
          OPCODE_JAL: begin
            imm[tail] <= {{11{inst_queue_entry_imm_high}}, inst_queue_entry[31], inst_queue_entry[19:12], inst_queue_entry[20], inst_queue_entry[30:21], 1'b0};
          end
          OPCODE_JALR: begin
            imm[tail] <= {{20{inst_queue_entry_imm_high}}, inst_queue_entry[31:20]};
          end
          OPCODE_BRANCH: begin
            imm[tail] <= {{19{inst_queue_entry_imm_high}}, inst_queue_entry[31], inst_queue_entry[7], inst_queue_entry[30:25], inst_queue_entry[11:8], 1'b0};
          end
          OPCODE_LOAD: begin
            imm[tail] <= {{20{inst_queue_entry_imm_high}}, inst_queue_entry[31:20]};
          end
          OPCODE_STORE: begin
            imm[tail] <= {{20{inst_queue_entry_imm_high}}, inst_queue_entry[31:25], inst_queue_entry[11:7]};
          end
          OPCODE_ARITHI: begin
            imm[tail] <= {{20{inst_queue_entry_imm_high}}, inst_queue_entry[31:20]};
          end
          OPCODE_ARITH: begin
            imm[tail] <= 0;
          end
        endcase
      end
    end
  end
endmodule
module InstructionUnit #(
    parameter INST_WIDTH  = 32,
    parameter ADDR_WIDTH  = 17,
    parameter CDB_WIDTH   = 32
  ) (
    input wire clk,
    input wire rst,
    input wire rdy,
    input wire cdb_valid,
    input wire [CDB_WIDTH-1:0] cdb_data,
    input wire inst_cache_read_done,
    input wire [INST_WIDTH-1:0] inst_cache_read_data,
    output wire [ADDR_WIDTH-1:0] inst_cache_read_addr,
    input wire inst_queue_ready,
    output reg inst_queue_entry_valid,
    output wire [ADDR_WIDTH+INST_WIDTH-1:0] inst_queue_entry  
  );
  localparam IDLE = 2'b00;
  localparam WAIT_MEM = 2'b01;
  localparam WAIT_QUEUE = 2'b10;
  localparam STALL = 2'b11;
  reg [1:0] status;  
  reg [ADDR_WIDTH-1:0] program_counter;  
  assign inst_cache_read_addr = program_counter;
  assign inst_queue_entry = {program_counter, inst_cache_read_data};
  always @(posedge clk) begin
    if (rst) begin
      status <= 0;
      program_counter <= 0;
    end
    else if (rdy) begin
      if (inst_queue_ready && inst_queue_entry_valid) begin  
        inst_queue_entry_valid <= 0;
      end
      case (status)  
        IDLE: begin  
          status <= WAIT_MEM;
        end
        WAIT_MEM: begin
          if (inst_cache_read_done) begin  
            if (inst_queue_ready) begin  
              status <= IDLE;
              program_counter <= program_counter + 4;  
            end else begin  
              status <= WAIT_QUEUE;
            end
            inst_queue_entry_valid <= 1;
          end
        end
        WAIT_QUEUE: begin
          if (inst_queue_ready) begin  
            if (0) begin
            end else begin
              status <= IDLE;
              program_counter <= program_counter + 4;  
            end
          end
        end
        STALL: begin  
          if (cdb_valid) begin
            status <= IDLE;
          end
        end
      endcase
    end
  end
endmodule  
==> run.sh <==
#!/bin/bash
# OpenROAD 26Q1-2900-gdf79404cd8, Yosys 0.63+post, stock flow scripts
make -C /OpenROAD-flow-scripts/flow DESIGN_CONFIG=/design/flow/config.mk WORK_HOME=/design/flow/orfs finish
==> config.mk <==
export PLATFORM = sky130hd
export DESIGN_NAME = CentralProcessingUnit
export DESIGN_NICKNAME = CentralProcessingUnit
export VERILOG_FILES = /design/flow/design.v
export SDC_FILE = /design/flow/constraint.sdc
export NUM_CORES = 4
export LEC_CHECK = 1
export CORE_AREA = 10 10 170 170
export DIE_AREA = 0 0 180 180
==> constraint.sdc <==
current_design CentralProcessingUnit

set clk_period 6.2
set clk_io_pct 0.2

create_clock -name clk0 -period $clk_period [get_ports {clk}]

set non_clock_inputs [all_inputs -no_clocks]
set_input_delay [expr $clk_period * $clk_io_pct] -clock clk0 $non_clock_inputs
set_output_delay [expr $clk_period * $clk_io_pct] -clock clk0 [all_outputs]
==> deck_impl_summary.md <==
Run Summary

Clocking
  – Clk latency late pin: 0.33 ns
  – Htree depth: 3
  – Cts bufs inserted: 9
  – Worst-path clk slew: 0.06 ns
  – CTS resizes: 0
  – CTS Root Cell: clkbuf_16
  – TritonCTS clock tree: built
  – Max clock buf depth: 2
  – CTS sink cnt: ~90
  – Cts hold-fix bufs: 0
  – Setup Fix Bufs, Post-CTS: 0

Timing
  – Final Slew Violations: 0
  – Relative slew slack: 0.4436
  – Setup tns final: 0 ns
  – Final Cycle Share: 0.5503
  – Skew final: just over 0.004 ns
  – Slew @ Worst Pin: approximately 0.83 ns
  – Max Freq: around 300 MHz
  – Min Tclk post-route: roughly 3.4 ns
  – Final Hold Fails: 0
  – PnR worst setup slack: 2.788 ns
  – Final hold slack: roughly 0.46 ns
  – RSZ-0062 raised after global routing: false
  – Final setup vio count: 0

Drt
  – Ant diodes: 0
  – Final ANT Viol Nets: 0
  – Number of vias per cell: about 3.6
  – DR iter-0 viols: roughly 180
  – # DRC: 0
  – First-pass DRT Iterations: 4
  – Routed via count: 3058
  – Final WL: ~9800 µm
  – Avg WL per Cell: 11.39 µm

Synthesis
  – Ys async rst share: 0
  – Chip Area, Yosys: between 0.004 and 0.005 mm²
  – Cell area leaders: dfxtp_1, buf_4, o22ai_1
  – Largest type area fraction: 0.3452
  – Most area-hungry cell type in the Yosys netlist: dfxtp_1
  – Post-synth EDFFs: 7
  – Main logic family: buffers and inverters
  – Simple Share, Synth: 0.08422
  – Adder Share, Synth: 0.002599
  – Synthesis Warnings: between 150 and 200
  – Register bit total from synthesis: about 90
  – Syn_area_per_cell: between 9 and 10 µm²
  – Yosys Instances: 524
  – Post-synthesis cell type count: approximately 41
  – Top FF cell, synth: dfxtp_1
  – Synth Seq Share: 0.3889
  – Most numerous cell in the Yosys netlist: buf_4
  – Mapped Cells: about 520
  – Post-Syn Area: ~0.0048 mm²
  – AO/OA Area Share: 0.1245
  – Top cells by count, synth: buf_4, dfxtp_1, inv_1
  – XOR/XNOR Area Share: 0.001820
  – MUX area fraction: 0.07954

Global routing
  – Largest net degree at the start of global routing: 81
  – Grt ovf: 0
  – First-pass GRT wire length: around 16000 µm
  – Total Routing Usage GR: 0.05610
  – Vias in the first global route: ~3200
  – Initial antenna violation count: 0

Worst setup path
  – Worst Path Buf+Inv: 2
  – Crit end category: flop
  – Worst Path Max Fanout: 8
  – Delay-heaviest family, CP: simple AND/OR/NAND/NOR gates
  – Slowest-stage cell, CP: nor3b_1
  – CP Launch Type: input pin
  – Worst-path cell chain: clkdlybuf4s50_1 -> inv_1 -> nor3b_1 -> nor2b_1 -> nand3b_1 -> o22ai_1
  – Slowest stage delay, CP: around 0.7 ns
  – WP data arrival: ~3.7 ns
  – Worst EP required: roughly 6.5 ns
  – Worst Path Class, Setup: in -> reg

Job
  – Tool Warnings: 281
  – Max-cap violation count: 0

Pwr
  – Worst IR Drop VDD: about 0.00014 V
  – Power per Cell Area: approximately 240 mW/mm²
  – P_leak: roughly 1.8 nW
  – Pwr Total: between 1 and 1.5 mW

Min path
  – HP Class: reg -> reg

Floorplan
  – CORE AREA: 0.02518 mm²
  – Cell Rows: 58
  – Die Width: ~180 µm
  – Io pins: roughly 420
  – FP Util: 0.1911
  – Die area: 0.03240 mm²
  – Die H: around 180 µm

Final layout
  – Area added between synthesis and finish: 2.703%
  – Share of cells above drive strength 1: 0.05503
  – Layout Utilization: 0.1963
  – Post-Layout Inst Area: between 0.004 and 0.005 mm²
  – Final Non-Filler Cells: ~860

Run status
  – Status: completed

Placement
  – IO Port Bufs: 9
  – RePlAce Congestion: slightly below 0.8
  – Place WS: between 2 and 2.5 ns
  – Post-placement cell count: about 840
  – DP HPWL: just under 7000 µm
  – Placed inst area: approximately 0.0046 mm²
sequential cells by signal, summed over array words and instances, names as in the netlist, named ones only:
| signal | cells |
|---|---|
| ins_cache.cache_block_valid | 64 |
| ins_unit.program_counter | 9 |
| ins_cache.addr_a | 7 |
| ins_unit.status | 3 |
| ins_cache.status | 1 |
layout by cell type (no fill, tap or decap), types with 2 or more instances in the layout:
| master | count |
|---|---|
| nand4b_1 | 2 |
| dfxtp_1 | 83 |
| clkinv_1 | 3 |
| nand2_1 | 12 |
| nand3b_1 | 10 |
| o22ai_1 | 65 |
| o21bai_1 | 2 |
| or3_1 | 8 |
| o21ai_0 | 5 |
| mux4_1 | 5 |
| nor3b_1 | 2 |
| o32a_1 | 2 |
| or4_1 | 2 |
| mux2i_1 | 6 |
| nor2b_1 | 5 |
| edfxtp_1 | 7 |
| bufinv_16 | 2 |
| clkbuf_16 | 9 |
| o31ai_1 | 2 |
| a211oi_1 | 3 |
| clkdlybuf4s50_1 | 8 |
| nand4_1 | 3 |
| mux4_2 | 7 |
| nor3_1 | 4 |
| buf_4 | 3 |
| mux2_2 | 3 |
| inv_1 | 66 |
| nand3_1 | 11 |
| o41ai_1 | 2 |
| conb_1 | 156 |
| nor2_1 | 7 |
| or3b_2 | 2 |
| nand2b_1 | 2 |
| a21oi_1 | 8 |
tightest hold or removal path, cell delays in order (launching register included):
cell and delay (ns):
dfxtp_1 0.32, nand2b_1 0.05, o41ai_1 0.05
power by group:
part | total (mW) | internal, mW | switching, mW | leakage, nW
Clock | 0.558 | 0.348 | 0.210 | 0.148
Sequential | 0.591 | 0.589 | 0.00184 | 0.734
Combinational | 0.0300 | 0.00873 | 0.0213 | 0.896
Total | 1.18 | 0.946 | 0.233 | 1.78
area by class of cell:
cell class / instances / area (µm²)
clock inverter: 7 / 83.83
multi-input combinational: 343 / 1994
fill: 2696 / 20240
tap: 330 / 412.9
clock buffer: 9 / 225.2
timing repair buffer: 12 / 107.6
sequential: 90 / 1872
inverter: 66 / 247.7
logic make-up (layout without fill, tap and decap cells):
group | Yosys count | after routing
flip-flops | 90 | 90
XOR/XNOR | 1 | 1
AND-OR/OR-AND | 93 | 93
buffers and inverters | 246 | 94
adder cells (fa/ha/maj) | 1 | 1
AND/OR/NAND/NOR | 71 | 71
other | 1 | 156
multiplexers | 21 | 21
layer usage:
layer  track usage  routed length, µm
met5             0                  0
met1       0.07091               4208
met4      0.008932                166
met3       0.01936                785
met2       0.09256               4603
final timing paths:
check	from	to	slack [ns]	depth (start not counted)
setup / recovery	rdy	ins_cache.cache_block_valid[2]	2.79	6
hold / removal	ins_cache.cache_block_valid[32]	ins_cache.cache_block_valid[32]	0.46	2
setup reg to reg	flop	flop	3.02	7
hold reg to reg	ins_cache.cache_block_valid[32]	ins_cache.cache_block_valid[32]	0.46	2
Power is estimated from default activity; no workload was simulated.
